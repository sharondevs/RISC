### design/flow/run.sh
#!/bin/bash
# OpenROAD 26Q1-2900-gdf79404cd8, Yosys 0.63+post, stock flow scripts
make -C /OpenROAD-flow-scripts/flow DESIGN_CONFIG=/design/flow/config.mk WORK_HOME=/design/flow/orfs finish
### design/flow/config.mk
export PLATFORM = sky130hd
export DESIGN_NAME = alu
export DESIGN_NICKNAME = alu
export VERILOG_FILES = /design/flow/design.v
export SDC_FILE = /design/flow/constraint.sdc
export NUM_CORES = 4
export LEC_CHECK = 1
export CORE_UTILIZATION = 30
### design/flow/constraint.sdc
current_design alu

set clk_period 8.8
set clk_io_pct 0.2

create_clock -name clk0 -period $clk_period

set non_clock_inputs [all_inputs -no_clocks]
set_input_delay [expr $clk_period * $clk_io_pct] -clock clk0 $non_clock_inputs
set_output_delay [expr $clk_period * $clk_io_pct] -clock clk0 [all_outputs]
### design/flow/design.v
module alu(input [15:0]x, input[15:0]y, input [2:0]alu_control,
		output reg [15:0] res,output zero_flag);
always@(*)begin
case(alu_control)
3'b000: res = x+y; 
3'b001: res= x-y;  
3'b010: res = ~x;  
3'b011: res = x<<y;  
3'b100: res = x>>y;  
3'b101: res = x & y;  
3'b110: res = x | y;  
3'b111: begin if(x<y) res=16'd1;
		else res=16'd0;
	end
default: res = x+y;
endcase
end
assign zero = (res == 16'd0)?1'b1:1'b0;  
endmodule
==> impl_metrics.tcl <==
# place-and-route summary
set metrics [dict create \
    ff_count 0 \
    chipWidth_um 115.1 \
    initialDrtViolationCount 355 \
    core_sq_um 12260 \
    min_period_ns 7.598 \
    track_usage_pct 23.03 \
    status "complete, no violations" \
    rows 40 \
    stdcell_area_sq_um 4425 \
    fin_crit_sh_pct 86.34 \
    whs_path_depth 5 \
    fin_tns_setup_ns 0 \
    cts_resized 0 \
    hold_class "in2out" \
    via_count 4378 \
    yosysWarnings 3 \
    layout_top_cells "54 x nor2_1, 50 x clkdlybuf4s50_1, 48 x ha_1, 45 x inv_1, 45 x nand2_1" \
    lay_top_count "nor2_1" \
    dp_slack_ns 1.248 \
    yosysCellCount 553 \
    cts_hold_buffers 0 \
    netlist_instances 553 \
    regArea_sq_um 0 \
    drt_first_pass_iters 7 \
    p_per_area_nw_per_um2 56.86 \
    finalSetupViolCount 0 \
    rsz0062_at_grt "false" \
    dieArea_sq_um 13260 \
    required_ns 7.04 \
    post-dp-hpwl_um 11520 \
    grt_first_pass_wirelength_um 23430 \
    synth_top_area_share_pct 15.64 \
    clockPowerShare_pct 0 \
    path_buffers 4 \
    via_per_inst 5.877 \
    synth_area_sq_um 3840 \
    arrival_ns 5.84 \
    globalRouteOverflowTotal 0 \
    peakVddDrop_mv 0.02144 \
    worstPathCellList "clkdlybuf4s50_1 > buf_4 > clkinv_1 > ha_1 > or2_4 > a221oi_4 > o2111ai_1 > a31o_2 > nor2_4 > o21ai_1 > a2111o_1 > clkdlybuf4s50_1" \
    portBuffers 51 \
    routabilityCongestion 0.9717 \
    synthDistinctLibCells 83 \
    grt_pass1_vias 4115 \
    io_pins 52 \
    start_kind "input pin" \
    crit_path_end_kind "output pin" \
    antenna_found_initial 0 \
    areaGrowthSynthToFinish_pct 15.25 \
    crit_type "in2out" \
    dpl-instance-area_sq_um 4425 \
    syn_avg_cell_area_sq_um 6.944 \
    top_area_cell "ha_1" \
    area_leaders "ha_1 16%, o21ai_0 5.3%, nor2_1 5.3%" \
    warnings 64 \
    comb_power_share_pct 100.0 \
    critical-path-max-stage-delay_ns 0.61 \
    drive_above_1_share_pct 8.319 \
    wire_per_inst_um 19.78 \
    whs_ns 4.552 \
    max_slew.worst_pin.slew_ns 0.7267 \
    grt_start_max_net_pins 44 \
    post_cts_buffers 0 \
    critical_path.top_delay_family "buffers and inverters" \
    internal_power_w 0.0001098 \
    finalHoldViolCount 0 \
    crit_fanout 40 \
    num_antenna_cells 0 \
    p_sw_share_pct 56.36 \
    max-cap-violations 0 \
    nClkBuffers 0 \
    leakagePower_nw 1.771 \
    antenna_left 0 \
    layout_setup_ws_ns 1.202 \
    route.detailed.drc 0 \
    critPathSlowestCell "clkinv_1" \
    die.size.y_um 115.1 \
    routed_wl_um 14740 \
    max-slew-margin-rel_pct 51.55 \
    max_freq_mhz 131.6 \
    crit_path_frequent_cell "clkdlybuf4s50_1" \
    ys_area_sq_um 3840 \
    switchingPower_w 0.0001418 \
    min_from "y[1]" \
    fp-utilization_pct 31.32 \
    synth_seq_share_pct 0 \
    holdPathEnd "res[1]" \
    slew_violations 0 \
    seqPwrFrac_pct 0 \
]
per-stage QoR:
stage | power, W | util, % | instances
global route | 0.0002758 | 36.09 | 745
CTS | 0.0002493 | 36.09 | 745
floorplan | 0.0001572 | - | 553
detailed placement | 0.0002478 | 36.09 | 745
global placement | 0.0002467 | 36.09 | 745
finish | 0.0002516 | 36.09 | 745
synthesized netlist by cell type, types with 5 or more instances:
library cell / count
a2111oi_0: 5
a211oi_1: 16
a21o_1: 8
a21oi_1: 38
a221o_1: 6
a221oi_1: 5
a31oi_1: 6
buf_2: 14
clkbuf_1: 11
ha_1: 48
inv_1: 45
mux2_2: 6
mux2i_1: 20
mux4_2: 8
nand2_1: 45
nand2b_1: 7
nand3_1: 8
nor2_1: 54
nor2b_1: 5
nor3_1: 22
nor4_1: 6
o21ai_0: 41
o21bai_1: 7
o221ai_1: 8
o22ai_1: 8
o2bb2ai_1: 5
or3_1: 6
worst min-delay path, cell delays in order:
cell and delay [ns]:
buf_2 0.11, clkinv_1 0.25, fa_1 0.21, a21oi_1 0.06, clkdlybuf4s50_1 0.40
metal layers:
metal / global-route usage (%) / part of all wire, %
met5: 0 / 0
met4: 3.896 / 1.5
met3: 3.271 / 6.8
met2: 36.39 / 46
met1: 33.83 / 46
power groups by stage:
stage | Clock [W] | Sequential, W | Combinational (W)
global route | 0 | 0 | 0.000276
finish | 0 | 0 | 0.000252
CTS | 0 | 0 | 0.000249
worst max-delay path by stage:
stage | end | cells past startpoint | startpoint
CTS | res[0] | 12 | y[2]
global route | res[14] | 12 | y[2]
finish | res[0] | 12 | y[2]
logic make-up (layout without fill, tap and decap cells):
logic type	Yosys count	after routing	synth area share, %
compound gates	196	196	36.33
mux	34	34	11.66
other cells	1	1	0.09766
simple gates	187	187	25.12
buf+inv	83	107	9.645
xor+xnor	2	2	0.4563
fa+ha+maj	50	50	16.68
cell type report:
cell class                 count  area (sq um)
timing repair buffer          59         565.5
tap                          168         210.2
multi-input combinational    470          3470
inverter                      48         180.2
fill                        1341          7836
Power and IR drop assume default switching activity.
