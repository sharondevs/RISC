<file path="flow/design.v">
`timescale 1ns/1ps
module GPRs(input clk,input reg_write_en, input [2:0]reg_write_dest, input [15:0]reg_write_data, input [2:0]reg_read_addr1,
             output [15:0]reg_read_data1,input [2:0]reg_read_addr2,output [15:0]reg_read_data2 );
reg [15:0] reg_array [7:0];  
integer i;
initial begin
for(i=0;i<8;i=i+1)
reg_array[i] <=16'd0;  
end
always@(posedge clk)begin
	if(reg_write_en==1)begin
	reg_array[reg_write_dest]<= reg_write_data;
	end
end
assign reg_read_data1=reg_array[reg_read_addr1];
assign reg_read_data2=reg_array[reg_read_addr2];
endmodule
</file>
<file path="flow/run.sh">
#!/bin/bash
# OpenROAD 26Q1-2900-gdf79404cd8, Yosys 0.63+post, stock flow scripts
make -C /OpenROAD-flow-scripts/flow DESIGN_CONFIG=/design/flow/config.mk WORK_HOME=/design/flow/orfs finish
</file>
<file path="flow/config.mk">
export PLATFORM = sky130hd
export DESIGN_NAME = GPRs
export DESIGN_NICKNAME = GPRs
export VERILOG_FILES = /design/flow/design.v
export SDC_FILE = /design/flow/constraint.sdc
export NUM_CORES = 4
export LEC_CHECK = 1
export CORE_UTILIZATION = 40
</file>
<file path="flow/constraint.sdc">
current_design GPRs

set clk_period 4.4
set clk_io_pct 0.2

create_clock -name clk0 -period $clk_period [get_ports {clk}]

set non_clock_inputs [all_inputs -no_clocks]
set_input_delay [expr $clk_period * $clk_io_pct] -clock clk0 $non_clock_inputs
set_output_delay [expr $clk_period * $clk_io_pct] -clock clk0 [all_outputs]
</file>
==> results.tsv <==
metric	value	unit
p_int	0.00242	W
synthTopLogicFamily	multiplexers	
top_register	reg_array	
path_max_fanout	32	
yosys-stat-cells	255	
post-route-min-period	3720	ps
die_w	125	µm
ff_type	edfxtp_1	
nFillCells	1146	
numPortBuffers	58	
antenna_found_initial	0	
fp_util	0.413	
worstMarginPinSlew	623	ps
hp-class	in -> reg	
largest_reg_flops	128	
htree_levels	4	
drt-total-wl	11600	µm
drc	0	
adder_share	0	
synth_chip_area	0.00604	mm²
crit_type	in -> out	
vias_per_cell	5.62	
warnings	25	
finalHoldViolCount	0	
path_common_cell	clkdlybuf4s50_1	
syn_to_final_growth	22.6	%
rows	44	
grt_max_degree	33	
n_antenna_cell	0	
power_frac_seq	0.469	
maxSlewViolCount	0	
crit_buf_inv	3	
slowest_delay	460	ps
grt_usage	0.169	
routed-wl-met3	1180	µm
yosys-top-cells-area	edfxtp_1 (64%), mux4_1 (24%), mux2_2 (6.0%)	
overflow	0	
place_area	0.00686	mm²
ant_nets	0	
common_cells	edfxtp_1 (128), mux4_1 (56), mux2_2 (32), buf_6 (8), mux4_2 (8)	
yosys_register_bits	128	
worstSetupStartpoint	reg_read_addr2[2]	
postSynthAreaPerCell	23.7	µm²
drtIter0Drc	130	
ys_sh_aoi	0	
most_common_cell	edfxtp_1	
ys_sh_simple	0.00973	
highest_layer	met4	
post-place-ws	655	ps
leakage	2.53	nW
syn_inst	255	
ioPinCount	59	
synth-xor-area-share	0	
cts_resized	0	
num_vias	2932	
cp_data_required_time	3520	ps
hold_slack	1210	ps
setup_slack	678	ps
finalSetupViolations	0	
yosys.area.top_type	edfxtp_1	
synth.distinct_cells	12	
drt_first_pass_iters	20	
cp_top_family	buffers and inverters	
grt_pass1_vias	3169	
reg.largest.list	reg_array: 128 flops	
worst_setup_path_start_kind	input pin	
synth_top_area_share	0.636	
cts_buffers	17	
cts_setup_buffers	0	
status	finished clean	
clk_pin_slew	50	ps
stdcell_area	0.00741	mm²
hp-start	reg_write_data[1]	
ir_drop	0.189	mV
place.gp.congestion	0.754	
coreArea	0.0146	mm²
ys_warn_count	1	
cts_root_buffer	clkbuf_16	
switchingPower	0.000559	W
synthArstFlopShare	0	
crit_chain	clkdlybuf4s50_1 -> buf_4 -> mux4_1 -> mux2_2 -> clkdlybuf4s50_1	
drive_gt1_frac	0.240	
yosysSeqAreaShare	0.636	
edf_count	128	
wl_met2	5800	µm
synth.area.mux_share	0.333	
relSlewSlack	0.583	
hold_buffers	0	
wl_per_cell	22.3	µm
hpwl	6570	µm
max_freq	269	MHz
pwr_density_cell	402	mW/mm²
grt_pass1_wl	17500	µm
period_used_share	0.846	
maxCapViolCount	0	
chipArea	0.0156	mm²
critical_path_arrival	2840	ps
swShare	0.187	
cts_max_path_buffers	2	
wirelength_met1	4550	µm
cts_tree	built	
combPwrFrac	0.091	
syn_area	0.00604	mm²
cp-end-kind	output pin	
pwr-share-clk	0.440	
clock-sinks	128	
rsz0062_at_grt	no	
slowest_stage	clkdlybuf4s50_1	
fp.dieH	125	µm
finalSetupTns	0	ps
[power by group through the flow]
| stage | Sequential [W] | Clock (W) | Combinational (W) |
|---|---|---|---|
| finish | 0.00140 | 0.00131 | 0.000271 |
| global route | 0.00140 | 0.00138 | 0.000294 |
| CTS | 0.00140 | 0.00134 | 0.000278 |
[cells in the final DEF (no fill, tap or decap)]
cell type	count
clkdlybuf4s50_1	56
mux2_2	32
edfxtp_1	128
mux4_1	56
clkinv_2	3
buf_12	2
buf_4	12
clkbuf_1	1
nand2_1	2
bufinv_16	3
clkbuf_16	17
buf_2	2
nor3_2	2
clkinv_1	5
mux4_2	8
nand2b_1	3
nor2_1	6
[path summary, 6_finish.rpt]
| path | to | slack (ps) | cells after the start |
|---|---|---|---|
| worst max-delay path | reg_read_data2[8] | 680 | 5 |
| worst min-delay path | reg_array[3][1] | 1210 | 1 |
[per-layer routing]
layer  GRT usage  up-vias
li1            -     1318
met1       0.233     1483
met2       0.265      125
met3      0.0942        6
met4      0.0194        0
met5           0        -
[final cells by class]
cell class	count	area, µm²	area share
clock buffers	18	429	0.0579
flip-flops and latches	128	3840	0.519
repair buffers	72	701	0.0946
clock inverters	11	124	0.0167
well taps	184	230	0.0311
multi-input cells	109	2080	0.281
[kinds of logic after synthesis]
group | Yosys count
buffers and inverters | 18
flip-flops | 128
multiplexers | 96
AND/OR/NAND/NOR | 13
[metrics by stage]
step / utilization / total power, W / instances
final: 0.506 / 0.00298 / 522
after global routing: 0.506 / 0.00308 / 522
after CTS: 0.506 / 0.00301 / 522
after detailed placement: 0.468 / 0.00170 / 493
after global placement: 0.468 / 0.00170 / 493
after floorplan: - / 0.00156 / 255
Power figures rest on the tool's default switching activity, not on a simulated workload.
