`./config.mk`:
```
export PLATFORM = sky130hd
export DESIGN_NAME = control_unit
export DESIGN_NICKNAME = control_unit
export VERILOG_FILES = /design/flow/design.v
export SDC_FILE = /design/flow/constraint.sdc
export NUM_CORES = 4
export LEC_CHECK = 1
export CORE_AREA = 10 10 70 70
export DIE_AREA = 0 0 80 80
```
`./constraint.sdc`:
```
current_design control_unit

set clk_period 1.0
set clk_io_pct 0.2

create_clock -name clk0 -period $clk_period

set non_clock_inputs [all_inputs -no_clocks]
set_input_delay [expr $clk_period * $clk_io_pct] -clock clk0 $non_clock_inputs
set_output_delay [expr $clk_period * $clk_io_pct] -clock clk0 [all_outputs]
```
`./design.v`:
```
`timescale 1ns/1ps
module control_unit(input [3:0]opcode,output reg[1:0] alu_op,
output reg jump,beq,bne,mem_read,mem_write,alu_src,reg_dst,mem_to_reg,reg_write);
always@(*) begin
case(opcode)
4'b0000: begin  
reg_dst=1'b0; 
alu_src =1'b1;
mem_to_reg=1'b1;
reg_write=1'b1;
mem_read=1'b1;
mem_write = 1'b0;
beq=1'b0;
bne=1'b0;
alu_op = 2'b10;
jump=1'b0;
end
4'b0001: begin
reg_dst = 1'b0;
    alu_src = 1'b1;
    mem_to_reg = 1'b0;
    reg_write = 1'b0;
    mem_read = 1'b0;
    mem_write = 1'b1;
    beq = 1'b0;
    bne = 1'b0;
    alu_op = 2'b10;
    jump = 1'b0;   
   end
 4'b0010:   
   begin
    reg_dst = 1'b1;
    alu_src = 1'b0;
    mem_to_reg = 1'b0;
    reg_write = 1'b1;
    mem_read = 1'b0;
    mem_write = 1'b0;
    beq = 1'b0;
    bne = 1'b0;
    alu_op = 2'b00;
    jump = 1'b0;   
   end
 4'b0011:   
   begin
    reg_dst = 1'b1;
    alu_src = 1'b0;
    mem_to_reg = 1'b0;
    reg_write = 1'b1;
    mem_read = 1'b0;
    mem_write = 1'b0;
    beq = 1'b0;
    bne = 1'b0;
    alu_op = 2'b00;
    jump = 1'b0;   
   end
 4'b0100:   
   begin
    reg_dst = 1'b1;
    alu_src = 1'b0;
    mem_to_reg = 1'b0;
    reg_write = 1'b1;
    mem_read = 1'b0;
    mem_write = 1'b0;
    beq = 1'b0;
    bne = 1'b0;
    alu_op = 2'b00;
    jump = 1'b0;   
   end
 4'b0101:   
   begin
    reg_dst = 1'b1;
    alu_src = 1'b0;
    mem_to_reg = 1'b0;
    reg_write = 1'b1;
    mem_read = 1'b0;
    mem_write = 1'b0;
    beq = 1'b0;
    bne = 1'b0;
    alu_op = 2'b00;
    jump = 1'b0;   
   end
 4'b0110:   
   begin
    reg_dst = 1'b1;
    alu_src = 1'b0;
    mem_to_reg = 1'b0;
    reg_write = 1'b1;
    mem_read = 1'b0;
    mem_write = 1'b0;
    beq = 1'b0;
    bne = 1'b0;
    alu_op = 2'b00;
    jump = 1'b0;   
   end
 4'b0111:   
   begin
    reg_dst = 1'b1;
    alu_src = 1'b0;
    mem_to_reg = 1'b0;
    reg_write = 1'b1;
    mem_read = 1'b0;
    mem_write = 1'b0;
    beq = 1'b0;
    bne = 1'b0;
    alu_op = 2'b00;
    jump = 1'b0;   
   end
 4'b1000:   
   begin
    reg_dst = 1'b1;
    alu_src = 1'b0;
    mem_to_reg = 1'b0;
    reg_write = 1'b1;
    mem_read = 1'b0;
    mem_write = 1'b0;
    beq = 1'b0;
    bne = 1'b0;
    alu_op = 2'b00;
    jump = 1'b0;   
   end
 4'b1001:   
   begin
    reg_dst = 1'b1;
    alu_src = 1'b0;
    mem_to_reg = 1'b0;
    reg_write = 1'b1;
    mem_read = 1'b0;
    mem_write = 1'b0;
    beq = 1'b0;
    bne = 1'b0;
    alu_op = 2'b00;
    jump = 1'b0;   
   end
 4'b1011:   
   begin
    reg_dst = 1'b0;
    alu_src = 1'b0;
    mem_to_reg = 1'b0;
    reg_write = 1'b0;
    mem_read = 1'b0;
    mem_write = 1'b0;
    beq = 1'b1;
    bne = 1'b0;
    alu_op = 2'b01;
    jump = 1'b0;   
   end
 4'b1100:   
   begin
    reg_dst = 1'b0;
    alu_src = 1'b0;
    mem_to_reg = 1'b0;
    reg_write = 1'b0;
    mem_read = 1'b0;
    mem_write = 1'b0;
    beq = 1'b0;
    bne = 1'b1;
    alu_op = 2'b01;
    jump = 1'b0;   
   end
 4'b1101:   
   begin
    reg_dst = 1'b0;
    alu_src = 1'b0;
    mem_to_reg = 1'b0;
    reg_write = 1'b0;
    mem_read = 1'b0;
    mem_write = 1'b0;
    beq = 1'b0;
    bne = 1'b0;
    alu_op = 2'b00;
    jump = 1'b1;   
   end   
 default: begin
    reg_dst = 1'b1;
    alu_src = 1'b0;
    mem_to_reg = 1'b0;
    reg_write = 1'b1;
    mem_read = 1'b0;
    mem_write = 1'b0;
    beq = 1'b0;
    bne = 1'b0;
    alu_op = 2'b00;
    jump = 1'b0; 
   end
endcase
end
endmodule
```
`./run.sh`:
```
#!/bin/bash
# OpenROAD 26Q1-2900-gdf79404cd8, Yosys 0.63+post, stock flow scripts
make -C /OpenROAD-flow-scripts/flow DESIGN_CONFIG=/design/flow/config.mk WORK_HOME=/design/flow/orfs finish
```
==> flow_summary.ini <==
; flow metrics
[outcome]
run_status = finished, violations left
violations = negative setup slack

[synth]
syn-instance-count = 19
yosysWarnings = 1
synth-cells-yosys = 19
yosysSeqAreaShare = 0
syn-cell-area_sq_um = 145
netlist-cell-type-count = 16
avgSynthCellArea_sq_um = 7.64
ys_area_sq_um = 145

[final_layout]
flop_area_sq_um = 0
ff_count = 0
instances_no_fill = 86
final_common_cell = buf_2
syn_to_final_growth_pct = 209
mostFrequentLayoutCells = buf_2, buf_4, buf_6
finish.instance_area_sq_um = 448
drive_above_1_share = 0.850
clkbuf_count = 0

[final_timing]
tightest_slew_ps = 312
period_needed_ps = 1170
maxSlewHeadroom = 0.791
fin_ws_ps = -171
fmax_ghz = 0.854
rsz0062_at_grt = true
finalCritPeriodShare = 1.17
setup_viol = 6
finalHoldViolations = 0
drv_slew = 0

[place]
placed_cell_area_sq_um = 367
place_hpwl_um = 612
dp.cells = 82
numPortBuffers = 15
gp_congestion = 0.736

[floorplan]
coreArea_sq_um = 3420
num_rows = 21
dieArea_sq_um = 6400
die_y_um = 80
chipWidth_um = 80
pin_count = 15
fp_util = 0.0425

[setup_path]
crit_type = in -> out
critPathMaxFanout = 7
crit_required_ps = 800
cp_cell_sequence = buf_12 -> and4b_4 -> buf_6 -> buf_6 -> a21oi_4 -> buf_2
cpMostUsedCell = buf_6
cpPeakStageDelay_ps = 330
critPathCaptureType = output port
startpoint_type = primary input
critPathSlowestCell = and4b_4
crit_arrival_ps = 970

[drt]
num_vias = 228
n_antenna_cell = 0
vias_per_cell = 2.65
post_drt_wl_per_cell_um = 8.99
ant_nets = 0
wl_um = 773
drc_errors = 0
drtIter0Drc = 9
drt_pass1_iterations = 4

[clocking]
holdBufCountCts = 0

[grt]
antenna_found_initial = 0
grt_max_degree = 8
grt_pass1_wl_um = 1190
grt_usage = 0.0219
first_global_vias = 242
grt.overflow.total = 0

[min_path]
hp-class = in -> out
hold_depth = 3

[power_and_ir_drop]
cellPowerDensity_nw_per_um2 = 325
p_leak_uw = 0.000190
vdd_drop_max_uv = 163

[flow_run]
cap_violations = 0
warnings = 34
-- synth_stat cells --
master    count  area share
buf_4         3        0.16
nand2_1       1       0.026
a21boi_1      1       0.052
inv_1         1       0.026
buf_2         1       0.034
nor4_1        1       0.043
nor3_1        2       0.069
xnor2_1       1       0.060
buf_6         1       0.078
nor4b_2       1        0.10
and4b_4       1       0.095
or3b_1        1       0.060
a21oi_1       1       0.034
a311oi_1      1       0.060
nand3b_1      1       0.052
nor3b_1       1       0.052
-- power breakdown --
group	switching, uW	internal, uW
registers	0	0
clock network	0	0
logic	57.1	88.5
total	57.1	88.5
-- worst max-delay path: cells and delay by family --
family | cells | cell delay, ps
AND-OR/OR-AND | 1 | 30
AND/OR/NAND/NOR | 1 | 330
buffers and inverters | 4 | 420
-- layer usage --
| metal | part of all wire | vias up | global-route usage |
|---|---|---|---|
| li1 | - | 113 | - |
| met3 | 0.13 | 0 | 0.0102 |
| met4 | 0 | 0 | 0 |
| met1 | 0.57 | 101 | 0.0356 |
| met5 | 0 | - | 0 |
| met2 | 0.30 | 14 | 0.0257 |
-- cell families (layout without fill, tap and decap cells) --
| kind of cell | Yosys count | after routing | share of synthesized area |
|---|---|---|---|
| simple gates | 9 | 9 | 0.500 |
| buf+inv | 6 | 27 | 0.293 |
| compound gates | 3 | 3 | 0.147 |
| xor+xnor | 1 | 1 | 0.0604 |
-- worst paths after layout --
path                      start       to  slack, ps
worst max-delay path  opcode[2]  reg_dst       -170
worst min-delay path  opcode[0]      bne        640
-- through the flow --
step / setup TNS, ps / hold WS, ps / setup slack (ps) / power (uW) / utilization
finish: -568 / 636 / -171 / 146 / 0.131
global route: -786 / 655 / -199 / 158 / 0.131
CTS: -481 / 639 / -163 / 135 / 0.124
detailed placement: -10190 / 1470 / -1020 / 110 / 0.107
global placement: -9920 / 1460 / -1010 / 107 / 0.107
floorplan: 0 / 417 / 33.1 / 41.5 / -
-- cell type report --
| type | count | area [sq um] |
|---|---|---|
| inverters | 1 | 3.75 |
| well taps | 46 | 57.6 |
| repair buffers | 26 | 221 |
| multi-input cells | 13 | 165 |
| fillers | 410 | 2970 |
-- repair_timing --
action | in CTS | in global routing
setup endpoints to repair | 11 | 5
cloned | 0 | 0
pin swaps | 3 | 1
resized | 75 | 3
setup buffers | 3 | 1
No activity file was given, so power comes from the tool's default toggle rates.
